==> flow/design.v <==
`timescale 1ns / 1ps
module ARM_ALU(fs, a, b, cout, z, v, n, status, f);
	input [3:0] fs;  
	input [63:0] a, b;  
	output cout, z, v, n;  
	output wire [3:0] status;  
	output reg [63:0] f;  
	always @(fs, a, b) begin
		case(fs)
			4'b0000: f = a & b;  
			4'b0001: f = a | b;  
			4'b0010: f = a + b;  
			4'b0110: f = a - b;  
			4'b0111: f = b;  
			4'b1100: f = ~(a | b);  
			default: f = 0;  
		endcase
	end
	assign cout = (a[31:0] >= 32'hFFFFFFFF && b[31:0] >= 32'hFFFFFFFF && fs == 4'b0000);
	assign v = ({cout, f[63]} == 1'b1);
	assign n = (f[63] == 1'b1);
	assign z = f[63];	
	assign status = {cout, z, v, n};
endmodule
==> flow/run.sh <==
#!/bin/bash
# OpenROAD 26Q1-2900-gdf79404cd8, Yosys 0.63+post, stock flow scripts
make -C /OpenROAD-flow-scripts/flow DESIGN_CONFIG=/design/flow/config.mk WORK_HOME=/design/flow/orfs finish
==> flow/config.mk <==
export PLATFORM = sky130hd
export DESIGN_NAME = ARM_ALU
export DESIGN_NICKNAME = ARM_ALU
export VERILOG_FILES = /design/flow/design.v
export SDC_FILE = /design/flow/constraint.sdc
export NUM_CORES = 4
export LEC_CHECK = 1
export CORE_UTILIZATION = 50
==> flow/constraint.sdc <==
current_design ARM_ALU

set clk_period 34.8
set clk_io_pct 0.2

create_clock -name clk0 -period $clk_period

set non_clock_inputs [all_inputs -no_clocks]
set_input_delay [expr $clk_period * $clk_io_pct] -clock clk0 $non_clock_inputs
set_output_delay [expr $clk_period * $clk_io_pct] -clock clk0 [all_outputs]
==> run notes <==
yosys + openroad results -> Mapped Cells=1272, chip area=0.0163 mm², kind of critical path=input pin to primary output, Via Count=10246, critical path data arrival time=13.58 ns, critical path required time=27.84 ns, synthesis area per yosys=0.00792 mm², I/O pins=204, die height=128 µm, drt pass-1 iters=6, Max Cap Violations=0, hold_buf cts=0, IO Port Bufs=204, drt via density=6.44, mux frac, synth=0.632%, grt ovf=0, Pleak=3.96 nW, Yosys top cell by area=ha_1, CP endpoint kind=primary output, Worst Max-Slew Pin Slew=0.906 ns, antenna violations before repair=0, adder-cell share of the synthesized area=11.1%, status=complete, no violations, num sequential=0, unrepaired setup endpoints after global routing=no, fin util=64.6%, post-CTS setup buffer count=0, tool warnings=36, Compound Share, Synth=44.0%, post-layout period usage=59.0%, Syn-to-layout area delta=25.0%, Avg Inst Size Synth=6.22 µm², top comb family, area=AND-OR/OR-AND gates, Clock buffer cells=0, Worst Hold Class=input pin to primary output, DPL Wire Length=23300 µm, worst ir drop on vdd=0.0102 mV, Flop area=0 µm², XOR/XNOR Area Share=13.3%, post-synth top area share=10.6%, Final setup viols=0, Crit-path slowest cell=nor4_2, first-pass GRT wire length=46500 µm, largest net degree at the start of global routing=45, Hold Fails Final Rpt=0, Yosys Instances=1272, Ant. Diodes=0, crit-path max FO=8, CP Cell Sequence=clkdlybuf4s50_1, or4_1, or3_1, nand3b_1, nor4_2, nand2_1, nor3b_1, a21oi_1, xnor2_1, ha_1, a21o_1, a21o_1, a221oi_1, o31ai_1, a221o_1, a21oi_1, o21ai_0, xnor2_1, o21ai_1, and2_1, clkdlybuf4s50_1, GRT Util Overall=35.7%, top cells by area=ha_1 (11%), o21ai_0 (10%), a21oi_1 (7.8%), Final Max Tran Viols=0, Post-Synth Simple-Gate Area=24.4%, CP peak stage delay=0.72 ns, most frequent logic cell in the layout=clkdlybuf4s50_1, chip width=128 µm, vias in the first global route=8873, share of cells above drive strength 1=3.04%, minimum clock period after layout=20.54 ns, Setup crit start kind=input pin, relative slew slack=39.6%, Seq/Total Area, Yosys=0%, post-CTS sizing=0, area of the mapped netlist=0.00792 mm², Routability Congestion=1.03, Final Routed Wirelength=29900 µm, initial core utilization=51.7%, most numerous logic cells after layout=clkdlybuf4s50_1 (203), o21ai_0 (161), nand2_1 (132), Site Rows=45, remaining antenna violation count after routing=0, Gate Area=0.00741 mm², final setup TNS=0 ns, Core ar.=0.0153 mm², # fillers=1459, Ys Warns=1, DRC viols=0, Unique masters post-synth=68, power per standard cell area=17.2 mW/mm², 1st-iter DRT viols=884, DR WL/cell=18.8 µm, Fmax=48.7 MHz
## layer usage
metal  track usage (%)  share of wire, %  up-vias
li1                  -                 -     4955
met1              52.4                44     4676
met2              55.1                43      561
met3              4.76                10       54
met4              8.86               2.4        0
met5                 0                 0        -
## final timing paths
check / slack (ns) / from / cells past startpoint / endpoint
worst min-delay path: 14.93 / fs[2] / 4 / f[30]
worst max-delay path: 14.26 / b[21] / 21 / v
## critical path: cells and delay by family
family                     cells  cell delay (ns)
xor gates and xnor gates       2             0.32
adders and majority gates      1             0.22
buffers and inverters          2             1.03
and+or+nand+nor                7             3.17
AOI/OAI and AO/OA              9             1.88
## metrics by stage
stage               instance area, µm²  instances  setup slack, ns  hold WS [ns]  power, mW
finish                            9900       1592            14.26         14.93      0.170
global route                      9900       1592            13.77         14.96      0.185
CTS                               9900       1592            14.29         14.91      0.167
floorplan                         7920       1272            15.95         14.06      0.103
global placement                  9900       1592            14.47         14.91      0.166
detailed placement                9900       1592            14.32         14.91      0.166
## synthesized netlist by cell type, types with 4 or more instances
| cell type | number |
|---|---|
| buf_4 | 6 |
| o211ai_1 | 11 |
| o21ai_0 | 161 |
| xor2_1 | 58 |
| o22ai_1 | 5 |
| ha_1 | 67 |
| or3_1 | 15 |
| nor3_1 | 24 |
| xnor2_1 | 62 |
| a221oi_1 | 4 |
| mux2i_1 | 5 |
| clkbuf_1 | 100 |
| and3_1 | 11 |
| a221o_1 | 4 |
| nand2_1 | 132 |
| inv_1 | 23 |
| nor2_1 | 112 |
| a21boi_0 | 7 |
| nand2b_1 | 12 |
| a31oi_1 | 11 |
| nand4_1 | 22 |
| a22oi_1 | 40 |
| a21o_1 | 53 |
| o21bai_1 | 8 |
| or4_1 | 4 |
| nor2b_1 | 4 |
| o21a_1 | 6 |
| o31ai_1 | 16 |
| nor3b_1 | 4 |
| or2_2 | 9 |
| a22o_1 | 61 |
| a21oi_1 | 123 |
| nand3_1 | 19 |
| nor4_1 | 13 |
| and2_1 | 7 |
## cells by family after synthesis
family | Yosys count
AND/OR/NAND/NOR | 404
XOR/XNOR | 120
buffers and inverters | 131
AND-OR/OR-AND | 542
adder cells (fa/ha/maj) | 70
multiplexers | 5
## where the power goes
group / total, mW / switching, mW / leakage [nW] / internal, mW
clock network: 0 / 0 / 0 / 0
registers: 0 / 0 / 0 / 0
logic: 0.170 / 0.0913 / 3.96 / 0.0785
## cell type report
| type | count | area share, % |
|---|---|---|
| inverters | 23 | 0.872 |
| well taps | 211 | 2.67 |
| repair buffers | 217 | 21.6 |
| multi-input cells | 1141 | 74.9 |
No activity file was given, so power comes from the tool's default toggle rates.
