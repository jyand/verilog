<file path="run.sh">
#!/bin/bash
# OpenROAD 26Q1-2900-gdf79404cd8, Yosys 0.63+post, stock flow scripts
make -C /OpenROAD-flow-scripts/flow DESIGN_CONFIG=/design/flow/config.mk WORK_HOME=/design/flow/orfs finish
</file>
<file path="constraint.sdc">
current_design CarryLookaheadadder

set clk_period 62.5
set clk_io_pct 0.2

create_clock -name clk0 -period $clk_period

set non_clock_inputs [all_inputs -no_clocks]
set_input_delay [expr $clk_period * $clk_io_pct] -clock clk0 $non_clock_inputs
set_output_delay [expr $clk_period * $clk_io_pct] -clock clk0 [all_outputs]
</file>
<file path="design.v">
`timescale 1ns / 1ps
module CarryLookaheadadder(a, b, c0, s, c);
    input [63:0] a, b;
    input c0;
    output [63:0] s;
    inout [63:0] c;
    Lookahead_2Bit LA1 (a[1:0], b[1:0], c0, s[1:0], c[0]);
	Lookahead_2Bit LA2 (a[3:2], b[3:2], c[0], s[3:2], c[1]);
	Lookahead_2Bit LA3 (a[5:4], b[5:4], c[1], s[5:4], c[2]);
	Lookahead_2Bit LA4 (a[7:6], b[7:6], c[2], s[7:6], c[3]);
	Lookahead_2Bit LA5 (a[9:8], b[9:8], c[3], s[9:8], c[4]);
	Lookahead_2Bit LA6 (a[11:10], b[11:10], c[4], s[11:10], c[5]);
	Lookahead_2Bit LA7 (a[13:12], b[13:12], c[5], s[13:12], c[6]);
	Lookahead_2Bit LA8 (a[15:14], b[15:14], c[6], s[15:14], c[7]);
	Lookahead_2Bit LA9 (a[17:16], b[17:16], c[7], s[17:16], c[8]);
	Lookahead_2Bit LA10 (a[19:18], b[19:18], c[8], s[19:18], c[9]);
	Lookahead_2Bit LA11 (a[21:20], b[21:20], c[9], s[21:20], c[10]);
	Lookahead_2Bit LA12 (a[23:22], b[23:22], c[10], s[23:22], c[11]);
	Lookahead_2Bit LA13 (a[25:24], b[25:24], c[11], s[25:24], c[12]);
	Lookahead_2Bit LA14 (a[27:26], b[27:26], c[12], s[27:26], c[13]);
	Lookahead_2Bit LA15 (a[29:28], b[29:28], c[13], s[29:28], c[14]);
	Lookahead_2Bit LA16 (a[31:30], b[31:30], c[14], s[31:30], c[15]);
	Lookahead_2Bit LA17 (a[33:32], b[33:32], c[15], s[33:32], c[16]);
	Lookahead_2Bit LA18 (a[35:34], b[35:34], c[16], s[35:34], c[17]);
	Lookahead_2Bit LA19 (a[37:36], b[37:36], c[17], s[37:36], c[18]);
	Lookahead_2Bit LA20 (a[39:38], b[39:38], c[18], s[39:38], c[19]);
	Lookahead_2Bit LA21 (a[41:40], b[41:40], c[19], s[41:40], c[20]);
	Lookahead_2Bit LA22 (a[43:42], b[43:42], c[20], s[43:42], c[21]);
	Lookahead_2Bit LA23 (a[45:44], b[45:44], c[21], s[45:44], c[22]);
	Lookahead_2Bit LA24 (a[47:46], b[47:46], c[22], s[47:46], c[23]);
	Lookahead_2Bit LA25 (a[49:48], b[49:48], c[23], s[49:48], c[24]);
	Lookahead_2Bit LA26 (a[51:50], b[51:50], c[24], s[51:50], c[25]);
	Lookahead_2Bit LA27 (a[53:52], b[53:52], c[25], s[53:52], c[26]);
	Lookahead_2Bit LA28 (a[55:54], b[55:54], c[26], s[55:54], c[27]);
	Lookahead_2Bit LA29 (a[57:56], b[57:56], c[27], s[57:56], c[28]);
	Lookahead_2Bit LA30 (a[59:58], b[59:58], c[28], s[59:58], c[29]);
	Lookahead_2Bit LA31 (a[61:60], b[61:60], c[29], s[61:60], c[30]);
	Lookahead_2Bit LA32 (a[63:62], b[63:62], c[30], s[63:62], c[31]);
endmodule
`timescale 1ns / 1ps
module Lookahead_2Bit(a, b, cin, s, cout);
    input [1:0] a, b;
    input cin;
    output [1:0] s;
    output cout;
    wire z, y, x, w, v, u, t, r;
    xor xor1 (z, a[0], b[0]);
    xor xor2 (s[0], z, cin);
    and and1 (y, z, cin);
    and and2 (x, a[0], b[0]);
    xor xor3 (w, a[1], b[1]);
    xor xor4 (v, x, y);
    xor xor5 (s[1], w, v);
    and and3 (u, a[1], b[1]);
    or or1 (t, y, x);
    and and4 (r, w, t);
    or or2 (cout, u, r);
endmodule 
</file>
<file path="config.mk">
export PLATFORM = sky130hd
export DESIGN_NAME = CarryLookaheadadder
export DESIGN_NICKNAME = CarryLookaheadadder
export VERILOG_FILES = /design/flow/design.v
export SDC_FILE = /design/flow/constraint.sdc
export NUM_CORES = 4
export LEC_CHECK = 1
export CORE_AREA = 10 10 125 125
export DIE_AREA = 0 0 135 135
</file>
==> CHANGELOG.md <==
### Metrics

* Status: did not finish
* Halt Stage: clock tree synthesis (4_1_cts)
* Run Error: [error] [KeplerFormal.cpp:679] Workflow failed: Iso has multiple drivers: .c0, _166_.X0
* Chip Height at 135 um
* Post-CTS resize count at 0
* CTS Hold Buffers Added at 0
* Syn. warnings at 0
* Fp_density at 0.124
* IO Count at 257
* Basic Gates by Area at 0
* Port Buffers at 193
* Main logic family: adder cells
* Setup Buffers After CTS at 0
* Post-Synthesis Cells at 133
* Seq share, synth at 0
* Std cell rows at 41
* Distinct lib cells used at 6
* Pre-CTS setup slack at 16.44 ns
* DP Wirelength at 8690 um
* # Cells Yosys at 133
* Adder-cell share of the synthesized area at 0.659
* Die W at 135 um
* Syn avg cell area at 11.9 um^2
* Mux contribution to synthesized area at 0
* Cell area after synthesis at 0.00158 mm^2
* YS chip area at 0.00158 mm^2
* Number of unconstrained endpoints at 32
* Final Wtd Congestion at 0.900
* Yosys aoi share at 0.152
* XOR-XNOR Cells, Area Fraction at 0.177
-- synthesized netlist by cell type --
library cell,n,area [um^2]
fa_1,32,641
xnor2_1,1,8.76
xor2_1,31,272
ha_1,32,400
a21o_1,32,240
inv_1,5,18.8
-- per-stage QoR --
step,std cells,instance area (um^2),hold WS (ns),utilization
detailed placement,498,3730,25.32,0.292
global placement,498,3730,25.32,0.292
floorplan,133,1580,25.11,-
-- logic make-up after synthesis --
group / count (synthesis)
buffers and inverters: 5
xor gates and xnor gates: 32
AOI/OAI and AO/OA: 32
adders and majority gates: 64
